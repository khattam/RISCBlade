### flow/design.v
module MUX_4_1( 
input [15:0] A, input [15:0] B, input [15:0] C, 
input [1:0] sel, 
output reg [15:0] MUX_OUT);
always @(A,B,C,sel) begin
	case(sel)
		2'b00 : MUX_OUT <= A;
		2'b01 : MUX_OUT <= B;
		2'b10 : MUX_OUT <= C;
		default : MUX_OUT <= 0;
	endcase
end
endmodule
### flow/run.sh
#!/bin/bash
# OpenROAD 26Q1-2900-gdf79404cd8, Yosys 0.63+post, stock flow scripts
make -C /OpenROAD-flow-scripts/flow DESIGN_CONFIG=/design/flow/config.mk WORK_HOME=/design/flow/orfs finish
### flow/config.mk
export PLATFORM = sky130hd
export DESIGN_NAME = MUX_4_1
export DESIGN_NICKNAME = MUX_4_1
export VERILOG_FILES = /design/flow/design.v
export SDC_FILE = /design/flow/constraint.sdc
export NUM_CORES = 4
export LEC_CHECK = 1
export CORE_AREA = 10 10 70 70
export DIE_AREA = 0 0 80 80
### flow/constraint.sdc
current_design MUX_4_1

set clk_period 2.8
set clk_io_pct 0.2

create_clock -name clk0 -period $clk_period

set non_clock_inputs [all_inputs -no_clocks]
set_input_delay [expr $clk_period * $clk_io_pct] -clock clk0 $non_clock_inputs
set_output_delay [expr $clk_period * $clk_io_pct] -clock clk0 [all_outputs]
==> reports/qor.yml <==
vias: 586
tightest_slew_ps: 188
p_total_w: 0.000157
antennaDiodeCount: 0
postSynthSeqShare: 0
antenna_found_initial: 0
tool_warnings: 32
chipArea_um2: 6400
fp.dieW_um: 80
core_area_um2: 3420
port_buffers: 66
synth-cells-yosys: 39
post-route-drc-count: 0
setup_viol: 0
rsz0062_at_grt: "no"
cts_hold_buf: 0
stdcell_area_um2: 1090
peakVddDrop_mv: 0.0573
netSwitchingFraction: 0.244
tns_ps: 0
grt-ovfl-total: 0
crit_path_end_kind: "output pin"
crit_required_ps: 2240
finalClockPeriodUsage: 0.946
path_class: "in2out"
crit_start: "sel[1]"
worst_hold_slack_ps: 2040
cp_common_cell: "clkdlybuf4s50_1"
finalWirelength_um: 2190
place_area_um2: 1070
stdcell_count: 149
leakagePower_nw: 0.411
place_inst: 148
die_h_um: 80
grt_usage: 0.0628
flops: 0
avgSynthCellArea_um2: 9.79
cp_max_fo: 10
yosys_area_um2: 382
period_needed_ps: 2650
crit_chain: "clkdlybuf4s50_1 -> buf_4 -> buf_12 -> mux2i_1 -> o2bb2ai_1 -> clkdlybuf4s50_1"
ys_types: 6
num-fill-cells: 358
syn_inst: 39
max_slew_margin: 0.871
crit_slowest_cell: "clkdlybuf4s50_1"
syn_to_final_growth_pct: 185
vias_per_cell: 3.93
hp-class: "in2out"
start_kind: "input port"
combPwrFrac: 1.000
p_int_w: 0.000119
grt_pass1_wl_um: 3360
clock.fmax_mhz: 378
worstPathArrival_ps: 2090
wl_per_cell_um: 14.7
grt_pass1_vias: 647
ios: 66
hold_path.startpoint: "B[5]"
seq_power_share: 0
finalHoldViolCount: 0
crit_path_end: "MUX_OUT[9]"
drt_iter0_markers: 8
firstDrtPassIters: 2
place.gp.congestion: 0.831
ant_nets: 0
crit_path_max_incr_delay_ps: 490
drive_gt1_frac: 0.0485
maxCapViolCount: 0
initCoreUtil: 0.112
status: "finished clean"
nClkBuffers: 0
slew_viol_final: 0
yosys_warnings: 1
grt_max_degree: 17
synth_area_um2: 382
clkPwrFrac: 0
std_cell_rows: 21
power_density_nw_per_um2: 145
seq_area_um2: 0
p_switching_w: 0.0000383
==> kinds of logic (layout without fill, tap and decap cells) <==
logic type,Yosys count,count (layout),share of synthesized area
AOI/OAI and AO/OA,16,16,0.367
and+or+nand+nor,1,1,0.0361
buffers and inverters,6,70,0.177
muxes,16,16,0.420
==> cells in the final DEF (no fill, tap or decap) <==
cell type	Yosys	routed
mux2i_1	16	16
buf_12	0	2
clkdlybuf4s50_1	0	66
buf_4	0	2
nor2b_4	1	1
o2bb2ai_1	16	16
==> power groups by stage <==
stage | sequential (W) | clock, W | combinational [W]
4_1_cts | 0 | 0 | 0.000157
5_1_grt | 0 | 0 | 0.000171
6_report | 0 | 0 | 0.000157
==> cell usage after synthesis (all sizes together) <==
cell type | count | area [um^2]
mux2i | 16 | 160
o2bb2ai | 16 | 140
buf | 5 | 63.8
clkbuf | 1 | 3.75
nor2b | 1 | 13.8
==> worst max-delay path, delay by kind of cell <==
kind | cells | cell delay (ps)
compound gates | 1 | 140
buf+inv | 4 | 1310
mux | 1 | 70
==> worst min path at each step <==
stage / endpoint / slack [ps] / cells after the start
4_1_cts: MUX_OUT[5] / 2040 / 3
5_1_grt: MUX_OUT[5] / 2070 / 3
6_report: MUX_OUT[5] / 2040 / 3
==> routing by layer <==
| layer | vias up | wire (um) | GRT usage |
|---|---|---|---|
| met5 | - | 0 | 0 |
| met4 | 0 | 0 | 0 |
| met3 | 0 | 295 | 0.0295 |
| met2 | 41 | 911 | 0.0955 |
| met1 | 253 | 987 | 0.0837 |
| li1 | 292 | - | - |
==> through the flow <==
stage	worst slack, ps	utilization
after global placement	60.6	0.312
final	152	0.318
after global routing	38.4	0.318
after CTS	26.8	0.312
after detailed placement	43.2	0.312
after floorplan	1130	-
==> cell type report <==
class	instances	area [um^2]	area share
repair buffers	70	716	0.658
multi-input cells	33	314	0.289
well taps	46	57.6	0.0529
==> timing repair <==
item,in CTS,in global routing
buffers inserted,0,1
endpoints found under the setup margin,0,13
resized,0,0
Power figures rest on the tool's default switching activity, not on a simulated workload.
