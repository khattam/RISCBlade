==> flow/design.v <==
module ALU(
input [15:0] SRCA, input [15:0] SRCB, input ALUOP,
output reg [15:0] ALUOUT, output ZERO
);
	assign ZERO = (ALUOUT == 0);
	always @(ALUOP, SRCA, SRCB) begin
		case (ALUOP)
			0: ALUOUT <= SRCA + SRCB;
			1: ALUOUT <= SRCA - SRCB;
			default: ALUOUT <= 0;	
		endcase
	end
endmodule
==> flow/run.sh <==
#!/bin/bash
# OpenROAD 26Q1-2900-gdf79404cd8, Yosys 0.63+post, stock flow scripts
make -C /OpenROAD-flow-scripts/flow DESIGN_CONFIG=/design/flow/config.mk WORK_HOME=/design/flow/orfs finish
==> flow/config.mk <==
export PLATFORM = sky130hd
export DESIGN_NAME = ALU
export DESIGN_NICKNAME = ALU
export VERILOG_FILES = /design/flow/design.v
export SDC_FILE = /design/flow/constraint.sdc
export NUM_CORES = 4
export LEC_CHECK = 1
export CORE_AREA = 10 10 85 85
export DIE_AREA = 0 0 95 95
==> flow/constraint.sdc <==
current_design ALU

set clk_period 20.0
set clk_io_pct 0.2

create_clock -name clk0 -period $clk_period

set non_clock_inputs [all_inputs -no_clocks]
set_input_delay [expr $clk_period * $clk_io_pct] -clock clk0 $non_clock_inputs
set_output_delay [expr $clk_period * $clk_io_pct] -clock clk0 [all_outputs]
==> reports/metrics.yaml <==
ys.warnings.count: 1
drive_gt1_frac: 0.0204
irDropWorstVdd_mv: 0.0124
ys_seq_frac: 0
post_cts_resized: 0
io_pins: 50
slew_violations: 0
insertedDiodeCount: 0
p_sw_mw: 0.0283
cp-end-kind: "output pin"
tightest_slew_ns: 0.548
start_kind: "input pin"
warning_count: 32
n_fill_cell: 591
antenna_left: 0
crit_type: "input pin to output pin"
setup_tns_ns: 0
yosysUniqueCellTypes: 36
routed_wl_mm: 3.37
hold_viol: 0
clockBufferCount: 0
final_cells: 268
postCtsSetupRepairBufs: 0
core_area_sq_um: 5470
status: "complete, no violations"
place_ws_ns: 7.50
hpwl_mm: 3.16
die_h_um: 95
relSlewSlack: 0.634
flop-count: 0
swShare: 0.408
syn_area_per_cell_sq_um: 7.03
pwr-share-seq: 0
drtPass1Iterations: 4
comb_area_sq_um: 1000
port_buffers: 50
hp-class: "input pin to output pin"
yosysCellCount: 148
cp.arrival_ns: 8.44
chipArea_sq_um: 9030
crit_chain: "clkdlybuf4s50_1 -> inv_1 -> ha_1 -> nand2b_1 -> nor2_1 -> nor2_1 -> xnor2_1 -> ha_1 -> a2111oi_0 -> a21oi_1 -> xor2_1 -> or4_1 -> or4_1 -> or4_1 -> nor4b_2 -> clkdlybuf4s50_1"
postCtsHoldBufs: 0
fin_ws_ns: 7.56
row_count: 27
p_leak_nw: 0.621
rsz0062_at_grt: "no"
pwr-share-comb: 1.000
cp_common_cell: "or4_1"
ys_area_sq_um: 1040
max_freq_ghz: 0.0804
setup_viol: 0
p_int_mw: 0.0410
dp.cells: 268
vias: 1169
viasPerCell: 4.36
drv_cap: 0
grt_pass1_wl_mm: 5.62
slowest_stage: "or4_1"
fp-utilization: 0.190
post_drt_wl_per_cell_um: 12.6
area_growth_pct: 56.1
synthCells: 148
lay_top_count: "clkdlybuf4s50_1"
lay_top_cells: "clkdlybuf4s50_1 (50), nor2_1 (25), xnor2_1 (21)"
fin_crit_sh: 0.622
place_congestion: 0.812
mappedNetlistArea_sq_um: 1040
slowest_delay_ns: 0.55
min_period_ns: 12.44
die_w_um: 95
grt_pass1_vias: 1192
overflow: 0
critPathMaxFanout: 6
cp.required_ns: 16.00
pwr-share-clk: 0
power_density_nw_per_um2: 42.7
grt_start_max_net_pins: 16
grt_usage: 0.0750
antenna_found_initial: 0
drt_iter0_drc: 25
regArea_sq_um: 0
drc_errors: 0
## power groups by stage
stage	sequential [mW]	clock [mW]	combinational, mW
finish	0	0	0.0692
CTS	0	0	0.0705
global route	0	0	0.0777
## cell type report
class	count	area share
well taps	72	0.0555
multi-input cells	138	0.618
repair buffers	50	0.308
inverters	8	0.0185
## cell usage after synthesis
cell	n	share of area
xnor2_1	21	0.18
nand2_1	4	0.014
nor4b_2	1	0.014
inv_1	8	0.029
a21o_1	2	0.014
clkbuf_1	2	0.0072
o21a_1	4	0.029
o311ai_0	1	0.0084
a21oi_1	14	0.067
mux2i_1	1	0.0096
a21o_2	1	0.0084
xor2_1	6	0.051
a2111oi_0	1	0.0084
a211oi_2	1	0.012
nor2b_1	1	0.0060
a211o_1	1	0.0084
o41ai_1	2	0.017
nor2_1	25	0.090
or4_1	3	0.022
o211ai_1	1	0.0072
nor4_1	1	0.0060
a31oi_1	4	0.024
nor3b_1	1	0.0072
fa_1	1	0.019
and3_1	2	0.012
a311oi_1	1	0.0084
nand3_1	3	0.014
o21bai_1	1	0.0072
ha_1	16	0.19
o31ai_1	1	0.0072
a221o_1	1	0.0096
nor3b_2	1	0.012
o21ai_0	3	0.014
nand2b_1	3	0.018
nor3_1	6	0.029
or3_1	3	0.018
## final timing paths
kind / startpoint / end / slack, ns / cells past startpoint
min: SRCA[0] / ALUOUT[0] / 9.01 / 5
max: SRCB[0] / ZERO / 7.56 / 16
## metal layers
metal,wire length (um),GRT usage,up-vias
li1,-,-,639
met1,1350,0.0879,512
met2,1850,0.144,18
met3,175,0.0152,0
met4,0,0,0
met5,0,0,-
## per-stage QoR
stage | utilization | cell area (sq um) | hold slack [ns] | power [mW]
5_1_grt | 0.297 | 1620 | 9.04 | 0.0777
6_report | 0.297 | 1620 | 9.01 | 0.0692
4_1_cts | 0.297 | 1620 | 9.02 | 0.0705
3_3_place_gp | 0.297 | 1620 | 9.02 | 0.0703
2_1_floorplan | - | 1040 | 8.12 | 0.0351
3_5_place_dp | 0.297 | 1620 | 9.02 | 0.0703
## worst max-delay path, delay by kind of cell
kind,cells,cell delay [ns]
AOI/OAI and AO/OA,2,0.60
xor gates and xnor gates,2,0.32
adders and majority gates,2,0.51
buffers and inverters,3,1.08
and+or+nand+nor,7,1.92
## kinds of logic (layout without fill, tap and decap cells)
kind of cell	Yosys count	count (layout)	synth area share
AND-OR/OR-AND	39	39	0.252
multiplexers	1	1	0.00963
XOR/XNOR	27	27	0.227
AND/OR/NAND/NOR	54	54	0.264
adder cells (fa/ha/maj)	17	17	0.212
buffers and inverters	10	58	0.0361
Power is estimated from default activity; no workload was simulated.
